$ cat /design/flow/run.sh
#!/bin/bash
# OpenROAD 26Q1-2900-gdf79404cd8, Yosys 0.63+post, stock flow scripts
make -C /OpenROAD-flow-scripts/flow DESIGN_CONFIG=/design/flow/config.mk WORK_HOME=/design/flow/orfs finish
$ cat /design/flow/design.v
`timescale 1ns / 1ps
module Softmax #(
    parameter dataWidth = 16,         
    parameter numInputs = 4          
)(
    input clk,
    input rst,
    input [dataWidth*numInputs-1:0] in,    
    input in_valid,                        
    output reg [dataWidth*numInputs-1:0] out,  
    output reg valid,                      
    output reg [7:0] led_control           
);
localparam STAGE_IDLE = 2'b00,
           STAGE_EXP = 2'b01,
           STAGE_SUM = 2'b10,
           STAGE_NORM = 2'b11;
reg [1:0] state;
reg [dataWidth-1:0] input_array [0:numInputs-1];
reg [dataWidth-1:0] exp_values [0:numInputs-1];  
reg [dataWidth+2-1:0] sum_exp;  
reg [dataWidth-1:0] softmax_output [0:numInputs-1];
reg [1:0] max_class;
reg [4:0] shift_amt;  
reg [dataWidth-1:0] exp_lut [0:15];  
initial begin
    exp_lut[0] = 16'h0800;  
    exp_lut[1] = 16'h09D0;  
    exp_lut[2] = 16'h0C20;  
    exp_lut[3] = 16'h0F80;  
    exp_lut[4] = 16'h1480;  
    exp_lut[5] = 16'h1C80;  
    exp_lut[6] = 16'h2A00;  
    exp_lut[7] = 16'h4000;  
    exp_lut[8] = 16'h6800;  
    exp_lut[9] = 16'hAC00;  
    exp_lut[10] = 16'h1280;  
    exp_lut[11] = 16'h1F80;  
    exp_lut[12] = 16'h2C00;  
    exp_lut[13] = 16'h4C00;  
    exp_lut[14] = 16'h8000;  
    exp_lut[15] = 16'hD800;  
end
function [dataWidth-1:0] exp_function;
    input [dataWidth-1:0] x;
    reg [3:0] lut_idx;
    begin
        lut_idx = x[7:4] + 4'd8;  
        exp_function = exp_lut[lut_idx];
    end
endfunction
function [4:0] get_shift_amount;
    input [dataWidth+2-1:0] sum;
    reg [4:0] shift;
    begin
        shift = 0;
        if (sum[17:14] == 4'b0000) shift = 4;  
        else if (sum[17:15] == 3'b001) shift = 3;  
        else if (sum[17:16] == 2'b01) shift = 2;  
        else if (sum[17] == 1'b1) shift = 1;  
        else shift = 0;  
        get_shift_amount = shift;
    end
endfunction
always @(posedge clk or posedge rst) begin
    if (rst) begin
        state <= STAGE_IDLE;
        out <= 0;
        valid <= 0;
        led_control <= 8'b0;
        sum_exp <= 0;
        max_class <= 0;
        shift_amt <= 0;  
        for (integer i = 0; i < numInputs; i = i + 1) begin
            input_array[i] <= 0;
            exp_values[i] <= 0;
            softmax_output[i] <= 0;
        end
    end else begin
        case (state)
            STAGE_IDLE: begin
                if (in_valid) begin
                    input_array[0] <= in[15:0];
                    input_array[1] <= in[31:16];
                    input_array[2] <= in[47:32];
                    input_array[3] <= in[63:48];
                    state <= STAGE_EXP;
                end
            end
            STAGE_EXP: begin
                exp_values[0] <= exp_function(input_array[0]);
                exp_values[1] <= exp_function(input_array[1]);
                exp_values[2] <= exp_function(input_array[2]);
                exp_values[3] <= exp_function(input_array[3]);
                state <= STAGE_SUM;
            end
            STAGE_SUM: begin
                sum_exp <= exp_values[0] + exp_values[1] + exp_values[2] + exp_values[3];
                state <= STAGE_NORM;
            end
            STAGE_NORM: begin
                shift_amt <= get_shift_amount(sum_exp);
                softmax_output[0] <= exp_values[0] >> shift_amt;
                softmax_output[1] <= exp_values[1] >> shift_amt;
                softmax_output[2] <= exp_values[2] >> shift_amt;
                softmax_output[3] <= exp_values[3] >> shift_amt;
                out <= {softmax_output[3], softmax_output[2], softmax_output[1], softmax_output[0]};
                max_class <= 0;
                if (softmax_output[1] > softmax_output[0]) max_class <= 1;
                if (softmax_output[2] > softmax_output[max_class]) max_class <= 2;
                if (softmax_output[3] > softmax_output[max_class]) max_class <= 3;
                case (max_class)
                    2'b00: led_control <= 8'b00000001;  
                    2'b01: led_control <= 8'b00000010;  
                    2'b10: led_control <= 8'b00000100;  
                    2'b11: led_control <= 8'b00001000;  
                    default: led_control <= 8'b00000000;
                endcase
                valid <= 1;
                state <= STAGE_IDLE;
            end
        endcase
    end
end
endmodule
$ cat /design/flow/constraint.sdc
current_design Softmax

set clk_period 6.3
set clk_io_pct 0.2

create_clock -name clk0 -period $clk_period [get_ports {clk}]

set non_clock_inputs [all_inputs -no_clocks]
set_input_delay [expr $clk_period * $clk_io_pct] -clock clk0 $non_clock_inputs
set_output_delay [expr $clk_period * $clk_io_pct] -clock clk0 [all_outputs]
$ cat /design/flow/config.mk
export PLATFORM = sky130hd
export DESIGN_NAME = Softmax
export DESIGN_NICKNAME = Softmax
export VERILOG_FILES = /design/flow/design.v
export SDC_FILE = /design/flow/constraint.sdc
export NUM_CORES = 4
export LEC_CHECK = 1
export CORE_UTILIZATION = 50
export SYNTH_HDL_FRONTEND = slang
==> flow_metrics.py <==
# Physical implementation metrics
metrics = {
    "cells_and_area": {
        "logic_area_mm2": 0.00631,
        "synthToLayoutAreaGrowth_pct": 14.9,
        "num-fill-cells": 2096,
        "seqCellArea_mm2": 0.00516,
        "drive_gt1_share_pct": 11.4,
    },
    "setup_path": {
        "worst_setup_path_end_kind": "register",
        "path_class": "register to register",
        "arrival_ns": 3.65,
        "start_kind": "register",
        "cp_max_fo": 6,
        "required_ns": 6.68,
    },
    "yosys": {
        "netlist.area_leader.share_pct": 41.6,
        "async_reset_ff_share_pct": 100,
        "ys_cells": 1261,
        "ys_area_mm2": 0.0123,
        "ys_ff": 206,
        "yosysTopAreaCell": "dfrtp_1",
        "syn_area_per_cell_um2": 9.78,
        "synth-edff-count": 0,
        "top_cells_by_count": "dfrtp_1 (205), nand2_1 (142), inv_1 (138), o21ai_0 (115), a21oi_1 (97)",
        "yosysWarnings": 0,
        "syn_inst": 1261,
        "syn_area_mm2": 0.0123,
        "area_leaders": "dfrtp_1 (42%), ha_1 (9.0%), mux2_2 (7.7%), mux2i_1 (4.8%), o21ai_0 (4.7%)",
        "most_common_cell": "dfrtp_1",
        "synth.distinct_cells": 53,
        "synth_seq_share_pct": 41.8,
        "ff_type": "dfrtp_1",
    },
    "placement": {
        "routabilityCongestion": 0.925,
        "numPortBuffers": 87,
        "post-dp-hpwl_um": 21900,
        "place_ws_ns": 3.02,
    },
    "job": {
        "warnings": 97,
        "drv_cap": 0,
    },
    "detailed_routing": {
        "via_count": 9053,
        "ant_nets": 0,
        "drt_first_pass_iters": 5,
        "n_antenna_cell": 0,
        "wl_per_cell_um": 18.1,
        "vias_per_cell": 5.48,
        "drt-initial-drc-count": 539,
        "drc": 0,
        "wirelength_um": 30000,
    },
    "floorplanning": {
        "rows": 57,
        "fp-utilization_pct": 50.8,
        "placeableCoreArea_mm2": 0.0242,
        "fp.dieH_um": 159,
        "ios": 140,
        "die_w_um": 159,
        "chip_area_mm2": 0.0253,
    },
    "global_routing": {
        "antenna_found_initial": 0,
        "grt_start_max_net_pins": 142,
        "grt_first_pass_wirelength_um": 49300,
        "grt_pass1_vias": 8785,
        "grt_overflow": 0,
        "track_usage_pct": 26.0,
    },
    "timing": {
        "setup_tns_ns": 0,
        "setup-violations-final": 0,
        "clock_skew_ns": 0.0134,
        "layout_setup_ws_ns": 3.03,
        "grt_setup_unrepaired": "no",
        "fin_crit_sh_pct": 51.8,
        "fmax_mhz": 306,
        "hold_violations": 0,
        "drv_slew": 0,
        "worst_slew_pin_slew_ns": 0.763,
        "slew_headroom_pct": 49.1,
        "period_minus_slack_ns": 3.27,
    },
    "pwr": {
        "power.total_mw": 2.74,
        "p_per_area_mw_per_mm2": 194,
        "p_leak_nw": 6.34,
        "ir_drop_mv": 0.158,
    },
    "clock_network": {
        "htreeDepth": 1,
        "postCtsSetupRepairBufs": 0,
        "numCtsBuffers": 24,
        "cts_tree": "built",
        "cts_root_buf": "clkbuf_16",
        "postCtsResizedCells": 0,
        "clock_latency_ns": 0.52,
        "clk_pin_slew_worst_paths_ns": 0.06,
        "cts_num_sinks": 206,
        "cts_buffer_depth": 3,
        "cts_hold_buf": 0,
    },
    "outcome": {
        "status": "complete, no violations",
    },
    "min_path": {
        "hold_class": "register to register",
    },
}
-- layer usage --
| layer | global-route usage (%) | up-vias | part of all wire [%] |
|---|---|---|---|
| li1 | - | 4455 | - |
| met2 | 38.6 | 225 | 46 |
| met3 | 6.06 | 42 | 5.9 |
| met1 | 41.8 | 4331 | 46 |
| met5 | 0 | - | 0 |
| met4 | 4.41 | 0 | 1.9 |
-- worst max-delay path, stage by stage, from the launching register on --
cell and delay (ns):
dfrtp_1 0.48, inv_1 0.10, fa_1 0.50, fa_1 0.52, inv_1 0.05, ha_1 0.37, a21o_1 0.21, a211oi_1 0.23
o21ai_0 0.13, o22ai_1 0.27, xor2_1 0.19, a21oi_1 0.08
-- power by group --
part           total [mW]  switching, mW  leakage [nW]  internal [mW]
combinational      0.0392         0.0272          3.16         0.0120
clock                1.38          0.536         0.380          0.843
sequential           1.32              0          2.80           1.32
total                2.74          0.563          6.34           2.18
-- flip-flops by register name, summed over array words and instances, names as in the netlist --
| signal | flops |
|---|---|
| out | 64 |
| shift_amt | 3 |
| softmax_output | 64 |
| max_class | 2 |
| input_array | 16 |
| valid | 1 |
| sum_exp | 4 |
| exp_values | 44 |
| led_control | 4 |
| state | 4 |
-- final timing paths --
check | from | depth (start not counted) | end | slack [ns]
max in group asynchronous | rst | 4 | max_class[1] | 3.90
min in group asynchronous | rst | 3 | out[57] | 1.31
hold / removal | valid | 1 | valid | 0.47
hold reg to reg | valid | 1 | valid | 0.47
setup reg to reg | exp_values[29] | 11 | sum_exp[16] | 3.03
setup / recovery | exp_values[29] | 11 | sum_exp[16] | 3.03
-- cell usage in the layout (no fill, tap or decap), drive strengths merged, types with 3 or more instances in the layout --
| cell | n |
|---|---|
| nand2 | 142 |
| ha | 89 |
| mux4 | 16 |
| nor2b | 9 |
| nand4 | 7 |
| clkbuf | 37 |
| a21o | 10 |
| a31oi | 5 |
| buf | 10 |
| inv | 137 |
| o21ai | 115 |
| and3 | 3 |
| nor4 | 4 |
| a21oi | 97 |
| o221ai | 6 |
| nand3 | 8 |
| o211ai | 13 |
| mux2 | 84 |
| fa | 20 |
| nor2 | 67 |
| a22oi | 8 |
| clkinv | 4 |
| clkdlybuf4s50 | 87 |
| o21a | 5 |
| mux2i | 59 |
| a221oi | 5 |
| conb | 4 |
| dfrtp | 205 |
| nor3 | 5 |
| o22ai | 32 |
| nand2b | 6 |
-- through the flow --
stage | std cells | hold slack, ns | util (%) | cell area [um2]
2_1_floorplan | 1264 | 0.370 | - | 12300
3_3_place_gp | 1609 | 0.454 | 55.2 | 13400
3_5_place_dp | 1609 | 0.455 | 55.2 | 13400
4_1_cts | 1652 | 0.473 | 58.4 | 14200
5_1_grt | 1652 | 0.495 | 58.4 | 14200
6_report | 1652 | 0.467 | 58.4 | 14200
-- cell families (layout without fill, tap and decap cells) --
group                      after synthesis  in the layout  synth area share, %
AOI/OAI and AO/OA                      308            308                 14.3
xor gates and xnor gates                 3              3                0.213
adders and majority gates              109            109                 12.3
buffers and inverters                  215            279                 7.05
DFF                                    206            206                 41.8
muxes                                  159            159                 15.4
other                                    1              4               0.0304
and+or+nand+nor                        260            260                 8.90
-- area by class of cell --
class,instances,area share [%]
Inverter,139,3.71
Sequential cell,206,36.5
Clock inverter,6,0.583
Multi-Input combinational cell,843,44.6
Clock buffer,37,4.95
Timing Repair Buffer,97,6.86
Tap cell,324,2.86
Power and IR drop assume default switching activity.
