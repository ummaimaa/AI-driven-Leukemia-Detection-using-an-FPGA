File: flow/config.mk
export PLATFORM = sky130hd
export DESIGN_NAME = ReLU
export DESIGN_NICKNAME = ReLU
export VERILOG_FILES = /design/flow/design.v
export SDC_FILE = /design/flow/constraint.sdc
export NUM_CORES = 4
export LEC_CHECK = 1
export CORE_AREA = 10 10 70 70
export DIE_AREA = 0 0 80 80
export SYNTH_HDL_FRONTEND = slang
File: flow/constraint.sdc
current_design ReLU

set clk_period 1.3
set clk_io_pct 0.2

create_clock -name clk0 -period $clk_period [get_ports {clk}]

set non_clock_inputs [all_inputs -no_clocks]
set_input_delay [expr $clk_period * $clk_io_pct] -clock clk0 $non_clock_inputs
set_output_delay [expr $clk_period * $clk_io_pct] -clock clk0 [all_outputs]
File: flow/design.v
module ReLU #(
    parameter dataWidth = 16,
    parameter weightIntWidth = 2   
) ( 
    input clk,
    input rst,                     
    input [2*dataWidth-1:0] x,     
    output reg [dataWidth-1:0] out  
); 
always @(posedge clk) begin 
    if (rst) begin
        out <= 0;                  
    end else begin
        if ($signed(x) >= 0) begin 
            if (|x[2*dataWidth-1-:weightIntWidth+1])   
                out <= {1'b0, {(dataWidth-1){1'b1}}};  
            else 
                out <= x[2*dataWidth-1-weightIntWidth-:dataWidth];  
        end 
        else  
            out <= 0;   
    end
end 
endmodule
File: flow/run.sh
#!/bin/bash
# OpenROAD 26Q1-2900-gdf79404cd8, Yosys 0.63+post, stock flow scripts
make -C /OpenROAD-flow-scripts/flow DESIGN_CONFIG=/design/flow/config.mk WORK_HOME=/design/flow/orfs finish
==> impl_metrics.ini <==
; synthesis and place-and-route metrics
[worst_setup_path]
worst_setup_path_end_kind = primary output
cp_startpoint_kind = register
worstSetupPathDepth = 1
cp_max_fo = 1
slowest_delay_ns = 0.32
criticalPathCategory = register to primary output
crit_chain = dlygate4sd2_1
cp_data_arrival_time_ns = 0.83
slowest_stage_cell_cp = sky130_fd_sc_hd__dfxtp_2
delay_heaviest_family_cp = flip-flops
cp_data_required_time_ns = 1.04
path_buffers = 1

[clock_tree]
cts_resized = 17
cts_hold_buf = 0
cts-buffers-inserted = 3
cts_tree = yes
cts-root-buf = sky130_fd_sc_hd__clkbuf_4
clock_sink_count = 16
cts.clk_slew.worst_paths_ns = 0.09
cts.htree.levels = 1
cts_post_setup_buffers_inserted = 0
max_root_sink_buffers = 2

[sta]
finalCritPeriodShare = 0.840
final_max_slew_viols = 0
period_minus_slack_ns = 1.09
fin_ws_ns = 0.208
setup-violations-final = 0
final.setup.tns_ns = 0
grt_setup_unrepaired = false
timing_hold_violations_final = 0
final_worst_hold_slack_ns = 0.569
fmax_mhz = 915

[synthesis]
synth-cells-yosys = 37
synth-seq-area-share = 0.681
top_cell = sky130_fd_sc_hd__dfxtp_1
synth.top_cells.by_count = sky130_fd_sc_hd__dfxtp_1 (16), sky130_fd_sc_hd__o21a_1 (15)
ys_types = 8
mux_frac_synth = 0
largest_area_contributor_in_the_netlist = sky130_fd_sc_hd__dfxtp_1
synthDominantCellAreaShare = 0.681
synth.area.top_cells = sky130_fd_sc_hd__dfxtp_1 (68%), sky130_fd_sc_hd__o21a_1 (24%), sky130_fd_sc_hd__buf_6 (2.4%)
synthXorXnorAreaFrac = 0
synth_async_sr_flop_share = 0
flip_flop_and_latch_count_after_synthesis = 16
netlist_instances = 37
synth.comb.largest_family = AND-OR/OR-AND gates
most_used_dff_post_synth = sky130_fd_sc_hd__dfxtp_1
simple_gate_share = 0.0213
enable_flop_cells = 0
synth-area-yosys_um2 = 470
synthAdderAreaFrac = 0
synth_warnings = 0
syn_area_um2 = 470
syn_avg_cell_area_um2 = 12.7
yosys.area_share.aoi = 0.239

[power_and_ir_drop]
vdd_drop_max_uv = 477
sum_of_internal_switching_and_leakage_power_mw = 0.903
p_leak_nw = 0.392
p_per_area_mw_per_mm2 = 1010

[final_layout]
filler_cell_count = 383
flow.area_growth_from_synthesis_pct = 89.9
top_regs = out (16)
largest-register = out
drive_above_1_share = 0.0933
number_of_flip_flops_under_the_largest_register_name = 16
fin_area_um2 = 893
layout.core_utilization = 0.262
finish.cell_count_without_fillers = 121

[grt]
globalRouteTotalUtil = 0.0423
grt_pass1_vias = 431
grt_first_pass_wirelength_mm = 2.16
maximum_number_of_pins_on_one_net_before_global_route_repair = 16
grt-ovfl-total = 0
grt_antenna_before_repair = 0

[routing]
finalWirelength_mm = 1.35
post_drt_via_cell_ratio = 3.26
wl_met2_um = 593
via_count = 394
iteration_tally_of_the_first_detailed_router_pass = 2
topRoutingLayerUsed = met3
route.antenna.remaining_nets = 0
drt_iter0_markers = 1
route.layer.met1.wl_um = 496
drc_errors = 0
detail_route.antenna_diodes = 0
met3_layer_wire_length_in_the_routed_design_um = 260
detail_route.wl_per_cell_um = 11.2

[floorplan]
io_pins = 50
rows = 21
core-area_mm2 = 0.00342
chip_height_um = 80
initial_core_util = 0.138
die_w_um = 80
floorplan.die_area_mm2 = 0.00640

[placed_design]
finalWeightedCongestion = 0.698
dp_slack_ns = -0.0558
numPortBuffers = 35
detailed_place.area_um2 = 890
cell_count_after_placement = 118

[run]
cap_violations = 0
log.warning_count = 39

[hold_path]
hold_path_class = input pin to register
timing.hold.worst_path_depth = 2

[outcome]
run_status = finished, final reports clean
==> cell type report <==
cell class                      count  area [um^2]  area share
Clock buffer                        3         22.5      0.0252
Multi-Input combinational cell     18          126       0.141
Timing Repair Buffer               38          365       0.409
Sequential cell                    16          322       0.360
Tap cell                           46         57.6      0.0644
==> layer usage <==
metal	GRT usage	vias up
li1	-	198
met1	0.0450	171
met2	0.0642	25
met3	0.0398	0
met4	0	0
met5	0	-
==> cells in the final DEF, fill, tap and decap left out <==
| cell type | count |
|---|---|
| sky130_fd_sc_hd__clkdlybuf4s50_1 | 19 |
| sky130_fd_sc_hd__dlygate4sd2_1 | 16 |
| sky130_fd_sc_hd__o21a_1 | 15 |
| sky130_fd_sc_hd__dfxtp_1 | 15 |
| sky130_fd_sc_hd__clkbuf_4 | 3 |
| sky130_fd_sc_hd__buf_4 | 2 |
| sky130_fd_sc_hd__or2_1 | 1 |
| sky130_fd_sc_hd__nor2_1 | 1 |
| sky130_fd_sc_hd__dfxtp_2 | 1 |
| sky130_fd_sc_hd__conb_1 | 1 |
| sky130_fd_sc_hd__buf_12 | 1 |
==> final timing paths <==
path / start / endpoint / slack [ns]
setup / recovery: out[10] / out[10] / 0.21
hold / removal: x[24] / out[10] / 0.57
==> report_power, final <==
part	internal, mW	switching, mW
sequential	0.518	0.00526
clock	0.107	0.140
combinational	0.0996	0.0326
==> kinds of logic after synthesis <==
kind of cell    Yosys count
other cells               1
flops                    16
simple gates              2
buf+inv                   3
compound gates           15
