--- flow/design.v ---
`timescale 1ns / 1ps
module weight_memory #(
    parameter DEPTH = 1024,                    
    parameter WIDTH = 16,                      
    parameter LAYER_NUM = 0,                   
    parameter NEURON_NUM = 0,                  
    parameter ADDR_WIDTH = $clog2(DEPTH + 1),  
    parameter weightFile = "weights.mif",      
    parameter biasFile = "biases.mif"          
)(
    input wire clk,                           
    input wire rst,                           
    input wire write_enable,                  
    input wire [ADDR_WIDTH-1:0] write_addr,  
    input wire [WIDTH-1:0] write_data,        
    input wire [ADDR_WIDTH-1:0] read_addr,    
    output reg [WIDTH-1:0] read_data          
);
    localparam BIAS_ADDR = DEPTH;              
    reg [WIDTH-1:0] mem [0:DEPTH];            
        always @(posedge clk) begin
            if (rst) begin
            end else if (write_enable && write_addr <= BIAS_ADDR) begin
                mem[write_addr] <= write_data;  
            end
        end
    always @(posedge clk) begin
        if (rst) begin
            read_data <= 0;  
        end else begin
            if (read_addr <= BIAS_ADDR) begin
                read_data <= mem[read_addr];  
            end else begin
                read_data <= 0;  
            end
        end
    end
endmodule
--- flow/run.sh ---
#!/bin/bash
# OpenROAD 26Q1-2900-gdf79404cd8, Yosys 0.63+post, stock flow scripts
make -C /OpenROAD-flow-scripts/flow DESIGN_CONFIG=/design/flow/config.mk WORK_HOME=/design/flow/orfs finish
--- flow/config.mk ---
export PLATFORM = sky130hd
export DESIGN_NAME = weight_memory
export DESIGN_NICKNAME = weight_memory
export VERILOG_FILES = /design/flow/design.v
export SDC_FILE = /design/flow/constraint.sdc
export NUM_CORES = 4
export LEC_CHECK = 1
export CORE_UTILIZATION = 30
export SYNTH_HDL_FRONTEND = slang
export SYNTH_MEMORY_MAX_BITS = 65536
--- flow/constraint.sdc ---
current_design weight_memory

set clk_period 56.4
set clk_io_pct 0.2

create_clock -name clk0 -period $clk_period [get_ports {clk}]

set non_clock_inputs [all_inputs -no_clocks]
set_input_delay [expr $clk_period * $clk_io_pct] -clock clk0 $non_clock_inputs
set_output_delay [expr $clk_period * $clk_io_pct] -clock clk0 [all_outputs]
==> Changelog: implementation <==
### Implementation results

* Clock Skew at 0.1914 ns
* Ys async rst share at 0%
* Number of enable flip-flop cells at 16400
* Area fraction in and, or, nand and nor cells at 1.581%
* DR WL/cell at 35.51 um
* Row count at 533
* DIE HEIGHT at 1.454 mm
* Vias in the first global route at 349712
* Yosys warnings at 0
* TNS Setup at 0 ns
* Comb power frac at 5.7%
* Worst slew margin at -10.18%
* I/O Buffers at 56
* Postcts setup bufs at 0
* Worst-Margin Slew at 1.651 ns
* Io pins at 57
* Yosys cell types at 91
* First-pass GRT wire length at 2903 mm
* Die Area at 2113000 um^2
* Max stage delay on crit path at 0.71 ns
* Hold Buf Count CTS at 0
* Fill cells at 189375
* Post_cts resized at 0
* Cell Area, Synth at 632200 um^2
* Critical path, cell by cell: buf_16 > buf_4 > buf_4 > buf_4 > buf_4 > buf_4 > buf_4 > buf_4 > buf_4 > buf_4 > buf_4 > mux4_2 > mux4_2 > a22oi_1 > o31ai_1 > buf_4 > o31ai_1 > buf_4 > a22o_1 > a41oi_1
* RSZ-0062 raised after global routing: false
* Remaining antenna violation count after routing at 3
* CTS root buf: clkbuf_16
* Outcome: finished, violations left
* Gr usage total at 21.73%
* Placement Cell Area at 679900 um^2
* Pint at 20090 uW
* First drt pass iteration count at 6
* Yosys Chip Area at 632200 um^2
* Final setup fails at 0
* Clk latency late pin at 1.45 ns
* Count leader, synth: edfxtp_1
* Core area at 2104000 um^2
* Core Density at Floorplan at 30.05%
* Initial antenna violation count at 285
* Post-synth area hogs: edfxtp_1, mux4_2, mux2i_1
* CTS Buf Count at 1666
* Crit Path Max Fanout at 57
* Post-synthesis register bit count at 16416
* DR DRC count at 0
* Post-DP HPWL at 1372 mm
* Commonest cells post-synth: edfxtp_1, mux4_2, mux2i_1
* Slowest-stage cell, CP: buf_4
* Clock power frac at 42.1%
* Min Tclk post-route at 19.81 ns
* Fin. max-slew vios at 9
* CP Launch Type: input pin
* Most frequent cell on the critical path: buf_4
* Peak supply drop at 0.00003059 V
* Post-layout period usage of the worst path at 35.13%
* Mux contribution to synthesized area at 15.98%
* Largest net degree at the start of global routing at 119
* Max Cap Viol at 5
* Layout cell share with drive strength beyond 1 at 29.64%
* Fin area at 733900 um^2
* Seq/Total Area, Yosys at 77.94%
* Hold Worst Slack at 0.5862 ns
* CTS tree: built
* Synth logic family: multiplexers
* CP Data Required Time at 57.58 ns
* Critical setup path kind: in2reg
* CTS Sinks at 16416
* Avg Cell Area, Syn at 22.29 um^2
* Die Width at 1.454 mm
* Leakage at 0.2276 uW
* Max clock buf depth at 6
* Psw at 5609 uW
* Failing checks: antenna violations, max-capacitance violations, max-slew violations
* Vias per cell at 5.273
* XORs/XNORs by Area at 0%
* Ys cells at 28364
* Leading area contributor after synthesis: edfxtp_1
* Syn Inst Count at 28364
* Tool warning count at 56
* Pwr Density at 35.02 nW/um^2
* Max Clk Rate at 0.05048 GHz
* Fin. Hold Viols at 0
* Initial drt markers at 23620
* Area leader share at 77.89%
* Seq pwr share at 52.2%
* Worst hold path class: reg2reg
* Most used DFF post-synth: edfxtp_1
* Sw Share at 21.82%
* Vias at 320583
* Area Overhead vs Synth at 16.08%
* Congestion Overflow GR at 0
* Complex-gate fraction of the synthesized area at 2.765%
* Critical path capture point type: flip-flop
* Wirelength, routed at 2159 mm
* Reg clk slew, reported paths at 0.06 ns
* GP Congestion at 0.9517
* CP arrival at 20.99 ns
* Post-Synth Adder-Cell Area at 0%
* CTS H-tree depth at 7
## routing by layer
| metal | routed length, um | track usage (%) |
|---|---|---|
| met5 | 16930 | 7.914 |
| met2 | 944700 | 29.82 |
| met4 | 163700 | 13.67 |
| met3 | 502300 | 23.27 |
| met1 | 531200 | 16.97 |
## power by group through the flow
stage	Sequential [uW]	Clock (uW)	Combinational [uW]
after CTS	13400	10900	1420
after global routing	13400	11300	1500
final	13400	10800	1460
## worst max-delay path: cells and delay by family
family                 cells  cell delay, ns
buffers and inverters     13            6.55
muxes                      2            1.09
AOI/OAI and AO/OA          5            1.74
## cells in the final DEF, fill, tap and decap left out, drive strengths merged, types with 16 or more instances in the layout
master	synthesis	layout
nand3	148	148
mux2	88	88
buf	1177	2585
nor2	1242	1242
nor3	55	55
o22ai	243	243
and2	41	41
bufinv	0	175
a211oi	136	136
a221oi	200	200
a32oi	37	37
nor4	28	28
clkinv	4	709
o211ai	52	52
o2111ai	29	29
nor2b	32	32
dfxtp	16	16
clkbuf	565	2000
clkdlybuf4s50	0	29
diode	0	516
a221o	37	37
o21ai	307	307
a22o	77	77
clkinvlp	0	50
a2111oi	41	41
o221ai	190	190
nand2b	24	24
a311oi	19	19
inv	11	38
nand2	694	694
a22oi	398	398
a31oi	105	105
mux2i	1437	1437
edfxtp	16400	16400
nand4	20	20
and3	44	44
mux4	3803	3803
a21oi	394	394
a211o	28	28
## sequential cells by signal, summed over array words and instances (netlist names)
| register | cells |
|---|---|
| mem | 16400 |
| read_data | 16 |
## layout make-up
| type | instances | area [um^2] | share of cell area, % |
|---|---|---|---|
| inverters | 15 | 101.3 | 0.01381 |
| clock inverters | 957 | 9270 | 1.263 |
| well taps | 28087 | 35140 | 4.789 |
| flip-flops and latches | 16416 | 492800 | 67.15 |
| repair buffers | 2615 | 20630 | 2.811 |
| diodes | 516 | 1291 | 0.1759 |
| multi-input cells | 10191 | 131200 | 17.88 |
| clock buffers | 1999 | 43410 | 5.916 |
## worst paths after layout
kind | from | to | slack (ns) | depth (start not counted)
worst min-delay path | mem[1024][11] | read_data[11] | 0.59 | 2
worst max register to register | mem[235][6] | read_data[6] | 51.74 | 8
worst max-delay path | read_addr[0] | read_data[1] | 36.59 | 20
worst min register to register | mem[1024][11] | read_data[11] | 0.59 | 2
## stage by stage
| stage | cells | utilization (%) | total power (uW) | worst slack, ns |
|---|---|---|---|---|
| after floorplan | 28364 | - | 14310 | 41.97 |
| after global placement | 57296 | 32.29 | 15080 | 35.13 |
| after detailed placement | 57321 | 32.31 | 15100 | 35.10 |
| after CTS | 60277 | 34.82 | 25740 | 36.49 |
| after global routing | 60515 | 34.85 | 26260 | 35.88 |
| final | 60796 | 34.88 | 25700 | 36.59 |
## kinds of logic (layout without fill, tap and decap cells)
family | after synthesis | in the layout
buf+inv | 1757 | 5586
compound gates | 2465 | 2465
simple gates | 2398 | 2398
mux | 5328 | 5328
other cells | 0 | 516
flops | 16416 | 16416
Power and IR drop assume default switching activity.
